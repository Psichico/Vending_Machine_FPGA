$ cat design/flow/run.sh
#!/bin/bash
# OpenROAD 26Q1-2900-gdf79404cd8, Yosys 0.63+post, stock flow scripts
make -C /OpenROAD-flow-scripts/flow DESIGN_CONFIG=/design/flow/config.mk WORK_HOME=/design/flow/orfs finish
$ cat design/flow/constraint.sdc
current_design debounce4bit

set clk_period 1.2
set clk_io_pct 0.2

create_clock -name clk0 -period $clk_period [get_ports {clk}]

set non_clock_inputs [all_inputs -no_clocks]
set_input_delay [expr $clk_period * $clk_io_pct] -clock clk0 $non_clock_inputs
set_output_delay [expr $clk_period * $clk_io_pct] -clock clk0 [all_outputs]
$ cat design/flow/config.mk
export PLATFORM = sky130hd
export DESIGN_NAME = debounce4bit
export DESIGN_NICKNAME = debounce4bit
export VERILOG_FILES = /design/flow/design.v
export SDC_FILE = /design/flow/constraint.sdc
export NUM_CORES = 4
export LEC_CHECK = 1
export CORE_AREA = 10 10 70 70
export DIE_AREA = 0 0 80 80
$ cat design/flow/design.v
module debounce(button, clk, reset, debounced);
	input button;
	input clk, reset;
	output debounced;
	reg q1, q2;
	always @ (posedge clk or negedge reset)
	begin
		if (reset==0)  
		begin
				q1 <= 1'b0;
				q2 <= 1'b0;
		end
		else 
		begin
			q1 <= button;
			q2 <= q1;
		end
	end
	assign debounced = q1 & ~q2;
endmodule
module debounce4bit (button, clk, reset, debounced);
	input clk, reset;
	input [3:0] button;
	output [3:0] debounced;
	debounce bit0(button[0],clk,reset,debounced[0]);
	debounce bit1(button[1],clk,reset,debounced[1]);
	debounce bit2(button[2],clk,reset,debounced[2]);
	debounce bit3(button[3],clk,reset,debounced[3]);
endmodule
==> out/results.md <==
| Parameter | Value | Unit |
|:---|:---|:---|
| Run status | finished, final reports clean | - |
| Number of global-route vias before repair | 167 | - |
| Count of filler cells inserted in the layout | 393 | - |
| RSZ-0062 raised after global routing | no | - |
| Finished Core Util | 12.2 | % |
| Clock-pin slew on the worst setup and hold paths | 0.05 | ns |
| Met3 track demand over resource in global routing | 0.227 | % |
| Setup TNS Final | 0 | ns |
| Total of endpoints with negative setup slack in the final report | 0 | - |
| Worst R2R Start | bit2.q1 | - |
| Die H | 80 | µm |
| Static power due to leakage | 0.174 | nW |
| First element of the critical path | bit0.q2 | - |
| Overall power of the completed layout | 523 | µW |
| Path length in cells of the critical path | 2 | - |
| Buffers & Inverters on Critical Path | 1 | - |
| Met1 track demand over resource | 1.42 | % |
| Iteration-0 DRC Markers | 5 | - |
| Synth Warn # | 1 | - |
| Number of warnings in the stage logs | 25 | - |
| Port Buf Inserts | 9 | - |
| Remaining number of nets flagged by the antenna check after routing | 0 | - |
| Crit path max-delay cell type | sky130_fd_sc_hd__dfrtp_1 | - |
| Kind of cell adding the most delay to the critical path | flip-flops | - |
| Upper clock frequency limit | 875 | MHz |
| Maximum buffer depth of the clock tree | 2 | - |
| Worst hold path class | input pin to async pin | - |
| Average cell area after synthesis | 17.8 | µm² |
| Total iterations of the first detailed-routing run | 2 | - |
| Max Cap Viol | 0 | - |
| Met2 usage in global routing | 2.49 | % |
| Area fraction in mux cells | 0 | % |
| Clk sinks | 8 | - |
| Starting Density | 8.35 | % |
| VDD IR max | 0.190 | mV |
| Layout cell share with drive strength beyond 1 | 37.5 | % |
| Area delta synth->final | 45.6 | % |
| Cell-internal power | 428 | µW |
| CP Capture Point | debounced[0] | - |
| Synthesized-area fraction occupied by xor and xnor cells | 0 | % |
| Cell count after synthesis | 16 | - |
| Row Count | 21 | - |
| Dominant combinational cell family by area after synthesis | simple AND/OR/NAND/NOR gates | - |
| R2R Path End | bit2.q2 | - |
| Combinational share of power | 7.5 | % |
| Wire length per cell | 6.73 | µm |
| Largest fanout of any net on the critical path | 1 | - |
| Ao+oa area frac | 0 | % |
| Inserted Clock Buffers | 3 | - |
| Synth Cell Area | 285 | µm² |
| Psw | 94.5 | µW |
| Minimum hold slack | 0.272 | ns |
| Worst endpoint required time | 0.96 | ns |
| Die footprint | 0.00640 | mm² |
| Slowest cell delay on critical path | 0.39 | ns |
| Synth Area in Adders | 0 | % |
| Clock Latency Late Sink | 0.24 | ns |
| Chip area in the Yosys report | 285 | µm² |
| CP Data Arrival Time | 0.90 | ns |
| Part of the Yosys area used for sequential elements | 70.2 | % |
| FF+latch count, synth | 8 | - |
| Max Transition Viols Final | 0 | - |
| Rel. slew slack | 76.1 | % |
| Switching part of the total | 18.1 | % |
| Clock period minus worst slack | 1.14 | ns |
| Maximum number of pins on one net before global-route repair | 9 | - |
| Hold buffer count at CTS | 0 | - |
| Post_cts resized | 8 | - |
| Chip width | 80 | µm |
| Most used routing layer | met2 | - |
| Tot GR Track Use | 1.44 | % |
| TritonCTS clock tree | done | - |
| Total power density per cell area | 1260 | mW/mm² |
| Global-route wire length before repair | 731 | µm |
| I/O pin count | 10 | - |
| Count of antenna diodes in the layout | 0 | - |
| Post-synth top area cell | sky130_fd_sc_hd__dfrtp_1 | - |
| Slew @ Worst Pin | 0.357 | ns |
| Vias after detailed routing | 134 | - |
| Period Utilization, post-route | 95.3 | % |
| Reg2Reg Setup Slack | 0.70 | ns |
| Startpoint class of the critical path | register | - |
| Core box area | 0.00342 | mm² |
| Grt total ovfl | 0 | - |
| Ordered cell list for the critical path | nor2b_4, clkdlybuf4s15_1 | - |
| Number of H-tree levels | 1 | - |
| DRC violations left | 0 | - |
| Clock Skews | 0.000129 | ns |
| Total routed wirelength | 471 | µm |
| Initial antenna violation count | 0 | - |
| Hold Fails Final Rpt | 0 | - |
| Routability congestion estimate from global placement | 0.618 | - |
| Distinct cell type count of the synthesized netlist | 3 | - |
| Post-CTS Setup Repair Bufs | 0 | - |
| Critical Path Sink Type | primary output | - |
| Cells in synth_stat.txt | 16 | - |
| Clock share of power | 36.4 | % |
| Area contributors post-synth | sky130_fd_sc_hd__dfrtp_1, sky130_fd_sc_hd__nor2b_4, sky130_fd_sc_hd__buf_4 | - |
| Number of cells on the worst reg-to-reg path | 0 | - |
| Type of the setup path with the least slack | register to primary output | - |
| Area share of the leading cell type in the synthesized netlist | 70.2 | % |
| Cell chosen for the clock root | sky130_fd_sc_hd__clkbuf_4 | - |
| Simple share | 19.3 | % |
| Sequential share of power | 56.1 | % |
| Vias per Instance | 1.91 | - |
==> worst min-delay path by stage <==
stage / start / end / slack [ns] / cells past startpoint
CTS: reset / bit2.q2 / 0.27 / 1
finish: reset / bit2.q2 / 0.27 / 1
global route: reset / bit2.q2 / 0.29 / 1
==> sequential cells by signal, indices dropped and copies added, names as in the netlist <==
name     count
bit3.q1      1
bit3.q2      1
bit2.q2      1
bit1.q1      1
bit2.q1      1
bit1.q2      1
bit0.q2      1
bit0.q1      1
==> power by group through the flow <==
stage / logic (mW) / registers, mW / clock network, mW
after CTS: 0.0424 / 0.293 / 0.204
after global routing: 0.0432 / 0.294 / 0.224
final: 0.0392 / 0.293 / 0.190
==> final cells by class <==
| cell class | instances | area, µm² | share of cell area, % |
|---|---|---|---|
| clock buffer | 3 | 22.5 | 5.42 |
| tap | 46 | 57.6 | 13.9 |
| multi-input combinational | 4 | 55.1 | 13.3 |
| sequential | 8 | 200 | 48.2 |
| timing repair buffer | 9 | 80.1 | 19.3 |
==> cells in the final DEF (no fill, tap or decap) <==
cell type,n
sky130_fd_sc_hd__dfrtp_1,8
sky130_fd_sc_hd__clkbuf_4,3
sky130_fd_sc_hd__clkdlybuf4s15_1,2
sky130_fd_sc_hd__clkdlybuf4s50_1,5
sky130_fd_sc_hd__nor2b_4,4
sky130_fd_sc_hd__clkbuf_2,2
==> cell families (layout without fill, tap and decap cells) <==
family                 after synthesis  count (layout)
and+or+nand+nor                      4               4
buffers and inverters                4              12
DFF                                  8               8
==> layer usage <==
layer  part of all wire, %  wire length [µm]
met1                    34               162
met2                    54               254
met3                   4.2                20
met4                   7.2                34
met5                     0                 0
==> per-stage QoR <==
| stage | cells | cell area, µm² | setup WS [ns] |
|---|---|---|---|
| final | 70 | 415 | 0.0566 |
| after global routing | 70 | 415 | 0.00246 |
| after CTS | 70 | 425 | 0.0309 |
| after detailed placement | 67 | 403 | 0.0104 |
| after global placement | 67 | 403 | 0.00456 |
| after floorplan | 16 | 285 | 0.389 |
==> Yosys cell counts <==
library cell and n:
sky130_fd_sc_hd__dfrtp_1 8, sky130_fd_sc_hd__buf_4 4, sky130_fd_sc_hd__nor2b_4 4
Power figures rest on the tool's default switching activity, not on a simulated workload.
